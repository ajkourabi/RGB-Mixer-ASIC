**design.v**
```verilog
module rotary_encoder(
    input clk, rst,
    input A, B,
    output reg [7:0] count
);
    reg Aprev, Bprev;
    always @( posedge clk or posedge rst ) begin : encoder
    if (rst) begin 
        Aprev <= 1'b0;
        Bprev <= 1'b0;
        count <= 8'b0;
    end else begin 
        Aprev <= A;
        Bprev <= B;
        if (A && !Aprev) begin
            if (!B) begin 
                count <= count + 1;  
            end 
            else 
                count <= count -1;  
        end 
        if (B && !Bprev) begin 
            if (A) begin 
                count <= count + 1;  
            end
            else 
                count  <= count - 1;  
        end
    end 
    end    
endmodule
```
**run.sh**
```bash
#!/bin/bash
# OpenROAD 26Q1-2900-gdf79404cd8, Yosys 0.63+post, stock flow scripts
make -C /OpenROAD-flow-scripts/flow DESIGN_CONFIG=/design/flow/config.mk WORK_HOME=/design/flow/orfs finish
```
**config.mk**
```make
export PLATFORM = sky130hd
export DESIGN_NAME = rotary_encoder
export DESIGN_NICKNAME = rotary_encoder
export VERILOG_FILES = /design/flow/design.v
export SDC_FILE = /design/flow/constraint.sdc
export NUM_CORES = 4
export LEC_CHECK = 1
export CORE_AREA = 10 10 70 70
export DIE_AREA = 0 0 80 80
```
**constraint.sdc**
```tcl
current_design rotary_encoder

set clk_period 3.4
set clk_io_pct 0.2

create_clock -name clk0 -period $clk_period [get_ports {clk}]

set non_clock_inputs [all_inputs -no_clocks]
set_input_delay [expr $clk_period * $clk_io_pct] -clock clk0 $non_clock_inputs
set_output_delay [expr $clk_period * $clk_io_pct] -clock clk0 [all_outputs]
```
==> results.yml <==
# yosys + openroad results
detailed_routing:
  totalWireLength_mm: 1.33
  drcViolationCount: 0
  drt_first_pass_iters: 4
  drtAntennaViolNets: 0
  via_per_inst: 3.82
  vias: 455
  diodes: 0
  avgRoutedWirePerCell_um: 11.2
  first_iter_violations: 37
cts:
  clkTransAtPathRegs_ps: 70
  htreeDepth: 1
  clock_latency_ps: 270
  cts_setup_buffers: 0
  clkSinkCount: 10
  cts_root_buf: "clkbuf_4"
  cts_made_buffers: 3
  cts_tree: "built"
  cts_resized: 0
  clock_path_buffers: 2
  cts_hold_buffers: 0
global_routing:
  grt.total_usage_pct: 4.41
  grt_pass1_wl_mm: 2.21
  grt_pass1_vias: 469
  antenna_found_initial: 0
  grt-ovfl-total: 0
  grt_max_degree: 11
yosys:
  ys_types: 22
  syn_area_um2: 576
  ys.flop_type: "dfrtp_1"
  ys_area_um2: 576
  netlist_instances: 58
  async_flop_share_pct: 100
  edf_count: 0
  ys_ff: 10
  yosys_warnings: 1
  largest_area_cell: "dfrtp_1"
  avgSynthCellArea_um2: 9.92
  top_cells_by_area: "dfrtp_1 43%, xnor2_1 12%, a2111oi_4 4.8%, a21oi_1 4.3%, ha_1 4.3%"
  synth_seq_share_pct: 43.5
  yosys.area.top_type_share_pct: 43.5
  yosys-stat-cells: 58
critical_path:
  crit_family: "buffers and inverters"
  cp_max_fo: 9
  slowest_stage: "clkdlybuf4s50_1"
  required_ps: 3550
  path_cells: "clkdlybuf4s50_1, inv_1, o21ai_1, o21ai_1, xnor2_1"
  worstPathArrival_ps: 2140
  crit_top_cell: "o21ai_1"
  critical_path_class: "in -> reg"
  crit_path_end_kind: "flip-flop"
  cp-start-kind: "input pin"
  slowest_delay_ps: 620
  critical_path_buf_inv_count: 2
job:
  cap_violations: 0
  warning_count: 26
timing:
  clock.fmax_mhz: 502
  maxSlewHeadroom_pct: 69.6
  final_max_slew_viol_count: 0
  fin_worst_skew_ps: 1.04
  finalClockPeriodUsage_pct: 58.6
  finalHoldViolations: 0
  setup_viol_count_final: 0
  period_needed_ps: 1990
  tightest_slew_ps: 453
  setup_slack_ps: 1410
  fin_setup_tns_ps: 0
  rsz0062_at_grt: "no"
die:
  design.core.area_um2: 3420
  die_area_um2: 6400
  rows: 21
  fp_util_pct: 16.8
  io_pins: 12
  chipWidth_um: 80
  die_h_um: 80
power_and_ir_drop:
  power.density_nw_per_um2: 751
  irDropWorstVdd_mv: 0.187
  leakagePower_nw: 0.303
min_path:
  hp-class: "reg -> reg"
outcome:
  status: "completed"
placement:
  port_buffers: 11
  gp_congestion: 0.842
  dp_hpwl_mm: 1.02
  preCtsSetupSlack_ps: 1160
layout:
  fin_util_pct: 22.8
  drive_above_1_share_pct: 9.59
  area_growth_pct: 35.4
state kept, by name, indices dropped and copies added (netlist names):
name,count
count,8
Aprev,1
Bprev,1
layout make-up:
type / count / area, um2
clock buffers: 4 / 36.3
fillers: 387 / 2640
inverters: 6 / 22.5
multi-input cells: 42 / 303
flip-flops and latches: 10 / 250
well taps: 46 / 57.6
repair buffers: 11 / 110
cells in the final DEF (no fill, tap or decap):
cell type        count
o21ai_1              4
clkbuf_4             3
a2111oi_4            1
mux2_2               1
dfrtp_1             10
ha_1                 2
nor3_1               2
clkdlybuf4s50_1     11
nor4_1               1
nand2b_1             3
nor4b_1              1
nand2_1              1
xnor2_1              8
clkbuf_8             1
nand3_1              2
and2_1               1
a32oi_1              1
inv_1                6
nor2b_1              1
nand4_1              1
a31oi_1              1
and3_1               2
a21oi_1              5
nor2_1               3
nor2b_2              1
path summary, 6_finish.rpt:
kind | start | endpoint | slack [ps] | cells past startpoint
worst min-delay path | count[7] | count[7] | 490 | 1
max in group asynchronous | rst | count[4] | 2440 | 2
worst max-delay path | B | count[2] | 1410 | 5
min in group asynchronous | rst | count[7] | 690 | 2
worst min register to register | count[7] | count[7] | 490 | 1
worst max register to register | count[0] | count[4] | 1840 | 6
logic make-up after synthesis:
family | share of synthesized area [%]
AND/OR/NAND/NOR | 18.9
multiplexers | 1.96
AND-OR/OR-AND | 15.2
buffers and inverters | 3.91
adder cells (fa/ha/maj) | 4.35
XOR/XNOR | 12.2
flip-flops | 43.5
routing by layer:
layer | share of wire, % | wire length (um) | GRT usage [%]
met1 | 43 | 575 | 5.51
met3 | 9.5 | 127 | 2.50
met5 | 0 | 0 | 0
met2 | 46 | 618 | 6.74
met4 | 0.68 | 9 | 0.352
per-stage QoR:
| step | cell area, um2 | hold WS, ps | power, mW | instances |
|---|---|---|---|---|
| floorplan | 576 | 425 | 0.349 | 58 |
| global placement | 743 | 479 | 0.486 | 115 |
| detailed placement | 743 | 476 | 0.485 | 115 |
| CTS | 779 | 491 | 0.600 | 119 |
| global route | 779 | 500 | 0.641 | 119 |
| finish | 779 | 486 | 0.586 | 119 |
synth_stat cells, types with 2 or more instances:
| master | number |
|---|---|
| dfrtp_1 | 10 |
| xnor2_1 | 8 |
| inv_1 | 6 |
| a21oi_1 | 5 |
| o21ai_1 | 4 |
| nand2b_1 | 3 |
| nor2_1 | 3 |
| and3_1 | 2 |
| ha_1 | 2 |
| nand3_1 | 2 |
| nor3_1 | 2 |
report_power, final:
part | leakage (nW) | internal, mW | switching, mW
Clock | 0.0210 | 0.0651 | 0.0423
Combinational | 0.163 | 0.155 | 0.0803
Sequential | 0.119 | 0.167 | 0.0756
Power and IR drop assume default switching activity.
